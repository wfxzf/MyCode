File: flow/run.sh
#!/bin/bash
# OpenROAD 26Q1-2900-gdf79404cd8, Yosys 0.63+post, stock flow scripts
make -C /OpenROAD-flow-scripts/flow DESIGN_CONFIG=/design/flow/config.mk WORK_HOME=/design/flow/orfs finish
File: flow/config.mk
export PLATFORM = sky130hd
export DESIGN_NAME = mux
export DESIGN_NICKNAME = mux
export VERILOG_FILES = /design/flow/design.v
export SDC_FILE = /design/flow/constraint.sdc
export NUM_CORES = 4
export LEC_CHECK = 1
export CORE_AREA = 10 10 70 70
export DIE_AREA = 0 0 80 80
File: flow/constraint.sdc
current_design mux

set clk_period 1.3
set clk_io_pct 0.2

create_clock -name clk0 -period $clk_period

set non_clock_inputs [all_inputs -no_clocks]
set_input_delay [expr $clk_period * $clk_io_pct] -clock clk0 $non_clock_inputs
set_output_delay [expr $clk_period * $clk_io_pct] -clock clk0 [all_outputs]
File: flow/design.v
`timescale 1ns / 1ps
module mux(a0,a1,a2,a3,a4,a5,a6,a7,s,out);
parameter k=7;
input [k-1:0] a0,a1,a2,a3,a4,a5,a6,a7;
input [7:0] s;
output [k-1:0] out;
assign out=({k{s[0]}}&a0)|({k{s[1]}}&a1)|({k{s[1]}}&a1)|({k{s[2]}}&a2)|({k{s[3]}}&a3)|({k{s[4]}}&a4)|({k{s[5]}}&a5)|({k{s[6]}}&a6)|({k{s[7]}}&a7);
endmodule
==> qor.txt <==
Outcome: finished clean
Flop count: 0
M1 GR Usage: 10.2%
Die height: 80 microns
Hold path cells: 4
Nature of the critical path endpoint: output port
GRT overflow: 0
Worst hold margin: 0.823 ns
Core area: 0.00342 sq mm
GP Congestion: 0.853
Grt met3 use: 2.05%
Final-report hold violation count: 0
Vias: 640
Area Overhead vs Synth: 300%
Peak VDD IR: 0.0560 mV
Top cells by area: a22oi_1 (83%), nand4_1 (17%)
Top-area cell share: 82.8%
I/O Pins: 71
Max_slew headroom: 86.1%
Vias per std cell: 4.21
WP data arrival: 1.01 ns
Max_cap viols: 0
Crit path DRT: 1.04 ns
Post-Synthesis Cell Area: 254 sq um
Synth Instances: 35
Hold EP: out[6]
Setup TNS Final: 0 ns
Hold Crit Start: a7[6]
Period utilization: 97.7%
Setup Fix Bufs, Post-CTS: 0
Final setup margin: 0.0293 ns
Initial antenna violation count: 0
Final wirelength: 2.67 mm
Yosys top cell by area: a22oi_1
Die x size: 80 microns
Min cycle time layout: 1.27 ns
Post-synth seq share: 0%
Pleak: 0.521 nW
DRC errors left: 0
Pin count of the biggest net entering global routing: 8
Yosys warning tally: 0
Yosys stat chip area: 254 sq um
Slew @ Worst Pin: 0.209 ns
Vias in the first global route: 707
Unique cell types: 2
Layout cells sized above 1: 29.2%
Setup-failing EPs final: 0
Drt wl/cell: 17.6 microns
Routed Antenna Nets: 0
Top cells by count: a22oi_1 (28), nand4_1 (7)
Worst min path class: input port to output port
RSZ-0062 raised after global routing: yes
Max FO, Critical Path: 1
FF+latch area: 0 sq um
Pwr Density: 253 mW/mm^2
Kind of critical path: input port to output port
Maximum achievable frequency: 787 MHz
Slew Limit Fails: 0
Ant diodes: 0
DP Wirelength: 2.35 mm
First-pass GRT wire length: 3.96 mm
GRT met2 Usage: 13.1%
Die area: 0.00640 sq mm
Syn_area_per_cell: 7.26 sq um
Critical Path Start Type: input port
Most common cell in the netlist: a22oi_1
GRT busiest layer: met2
Number of cells in Yosys stat: 35
Detailed Routing Iterations Pass 1: 2
FP Util: 7.44%
Cell Rows: 21
Clock buf count: 0
Hold_buf cts: 0
DP Worst Slack: -0.677 ns
DRT iter0 DRCs: 7
Warning total across the stage logs: 34
I/O Buffers: 71
Gr usage total: 7.73%
-- kinds of logic (layout without fill, tap and decap cells) --
kind of cell	count (synthesis)	after routing	share of synthesized area (%)
compound gates	28	28	82.8
simple gates	7	7	17.2
buf+inv	0	71	0
-- cell type report --
type | count | area [sq um]
repair buffers | 71 | 624
multi-input cells | 35 | 334
well taps | 46 | 57.6
fillers | 370 | 2400
-- critical path: stages --
cell,delay [ns]
clkdlybuf4s50_1,0.42
a22oi_2,0.12
nand4_1,0.09
buf_2,0.12
-- cell usage in the layout, fill, tap and decap left out --
cell type,Yosys,layout
dlygate4sd2_1,0,43
a22oi_2,0,16
a22oi_1,28,12
dlymetal6s2s_1,0,12
buf_2,0,9
nand4_1,7,7
clkbuf_2,0,4
clkdlybuf4s15_2,0,2
clkdlybuf4s50_1,0,1
-- report_power, final --
| part | switching, W | internal [W] | total (W) |
|---|---|---|---|
| Clock | 0 | 0 | 0 |
| Combinational | 0.0000962 | 0.000161 | 0.000257 |
| Sequential | 0 | 0 | 0 |
| Total | 0.0000962 | 0.000161 | 0.000257 |
-- per-stage QoR --
stage	cells	power, W	utilization (%)	cell area (sq um)
after detailed placement	152	0.000302	29.9	1020
after global routing	152	0.000282	29.7	1020
final	152	0.000257	29.7	1020
after global placement	152	0.000299	29.9	1020
after CTS	152	0.000257	28.6	978
after floorplan	35	0.0000496	-	254
-- timing repair --
| item | CTS | global route |
|---|---|---|
| resized | 89 | 31 |
| pin swaps | 35 | 17 |
| setup endpoints to repair | 7 | 7 |
| hold endpoints to repair | 0 | 0 |
-- worst max path at each step --
stage                 startpoint      to  slack [ns]
after CTS                   s[4]  out[2]       -0.01
after global routing        s[2]  out[3]       -0.01
final                      a5[5]  out[5]        0.03
-- routing by layer --
metal	routed length, microns	vias to the layer above	share of wire (%)
li1	-	317	-
met1	1230	280	46
met2	1190	43	45
met3	248	0	9.3
met4	0	0	0
met5	0	-	0
Power figures rest on the tool's default switching activity, not on a simulated workload.

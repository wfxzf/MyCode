## run.sh

```bash
#!/bin/bash
# OpenROAD 26Q1-2900-gdf79404cd8, Yosys 0.63+post, stock flow scripts
make -C /OpenROAD-flow-scripts/flow DESIGN_CONFIG=/design/flow/config.mk WORK_HOME=/design/flow/orfs finish
```

## config.mk

```make
export PLATFORM = sky130hd
export DESIGN_NAME = mux_case
export DESIGN_NICKNAME = mux_case
export VERILOG_FILES = /design/flow/design.v
export SDC_FILE = /design/flow/constraint.sdc
export NUM_CORES = 4
export LEC_CHECK = 1
export CORE_AREA = 10 10 70 70
export DIE_AREA = 0 0 80 80
```

## constraint.sdc

```tcl
current_design mux_case

set clk_period 3.8
set clk_io_pct 0.2

create_clock -name clk0 -period $clk_period

set non_clock_inputs [all_inputs -no_clocks]
set_input_delay [expr $clk_period * $clk_io_pct] -clock clk0 $non_clock_inputs
set_output_delay [expr $clk_period * $clk_io_pct] -clock clk0 [all_outputs]
```

## design.v

```verilog
`timescale 1ns / 1ps
module mux_case(  a0,a1,a2,a3,a4,a5,a6,a7,s,out);
    input [6:0] a0,a1,a2,a3,a4,a5,a6,a7;
       input [7:0] s;
       output [6:0] out;
       reg [6:0] out;
    always@(*) begin
        case(s)
            8'b00000001: out = a0;
            8'b00000010: out = a1;
            8'b00000100: out = a2;
            8'b00001000: out = a3;
            8'b00010000: out = a4;
            8'b00100000: out = a5;
            8'b01000000: out = a6;
            8'b10000000: out = a7;
            default: out = {7{1'bx}};
        endcase
     end        
endmodule
```

==> impl_metrics.csv <==
group,metric,value,unit
floorplanning,fp.coreArea,3420,um^2
final_timing,final_max_slew_viol_count,0,
global_route,grt_overflow,0,
synthesis,syn_inst,98,
setup_path,worstPathRequired,3.04,ns
setup_path,critPathMaxFanout,7,
setup_path,end_kind,"output port",
cells_and_area,drive_above_1_share,23.3,%
cells_and_area,layout_top_cells_excl_fill_tap,"63 x clkdlybuf4s50_1, 28 x buf_4, 10 x a22oi_1",
synthesis,synthDistinctLibCells,32,
floorplanning,fp.dieW,80,um
synthesis,avgSynthCellArea,7.51,um^2
run,max_cap_violations,0,
run,warnings,32,
global_route,grt_use_total,10.6,%
route,wl_per_cell,15.5,um
synthesis,yosys_warnings,1,
final_timing,max_freq,0.272,GHz
outcome,status,"finished clean",
setup_path,crit_path_end,"out[4]",
final_timing,setup_viol,0,
route,ant_nets,0,
cells_and_area,flops,0,
global_route,grt_max_degree,10,
route,wl,3.64,mm
cells_and_area,stdcell_count,235,
power,pwr-share-comb,100.0,%
setup_path,crit_start,"s[6]",
route,n_antenna_cell,0,
synthesis,ys_area,736,um^2
route,via_per_inst,4.88,
floorplanning,die_h,80,um
cells_and_area,area_growth,130,%
setup_path,cp-start-kind,"input port",
global_route,grt_pass1_wl,5.62,mm
power,vdd_ir_drop_max,0.0302,mV
cells_and_area,final-seq-area,0,um^2
route,drtIter0Drc,15,
cells_and_area,clock_buffers,0,
setup_path,crit_type,"input port to output port",
placed_design,dp_cells,235,
final_timing,slew_headroom,75.1,%
power,swShare,29.5,%
final_timing,min_period,3.67,ns
cells_and_area,final_util,49.5,%
power,p_sw,40.4,uW
final_timing,rsz0062_at_grt,"false",
final_timing,worstMarginPinSlew,0.370,ns
final_timing,finalClockPeriodUsage,96.7,%
worst_hold_path,hold_class,"input port to output port",
power,p_int,96.6,uW
cells_and_area,final_common_cell,"clkdlybuf4s50_1",
floorplanning,initial_core_util,21.5,%
floorplanning,num_rows,21,
route,dr.pass1.iters,4,
setup_path,arrival,2.91,ns
floorplanning,dieArea,6400,um^2
route,dr_total_vias,1147,
placed_design,gp_congestion,0.870,
final_timing,timing.hold.ws,2.55,ns
power,clkPwrFrac,0,%
cells_and_area,comb_area,692,um^2
placed_design,port_buffers,71,
clock_network,postCtsSetupBuffers,0,
route,drc,0,
power,powerDensity,81.0,nW/um^2
global_route,antenna_found_initial,0,
power,p_seq_share,0,%
placed_design,hpwl,3.20,mm
synthesis,ys_cells,98,
power,leakagePower,0.000701,uW
synthesis,syn_area,736,um^2
final_timing,setup_tns,0,ns
global_route,grt_pass1_vias,1200,
final_timing,finalHoldViolations,0,
synthesis,ys_seq_share,0,%
floorplanning,ios,71,
cells_and_area,fillers,351,
[metrics by stage]
stage / power, uW / instance area [um^2] / setup slack, ns
3_3_place_gp: 138 / 1680 / -0.156
2_1_floorplan: 40.1 / 736 / 0.651
6_report: 137 / 1690 / 0.125
5_1_grt: 148 / 1690 / 0.0273
4_1_cts: 138 / 1690 / 0.00110
3_5_place_dp: 139 / 1680 / -0.194
[Yosys cell counts (all sizes together)]
| cell type | number | area [um^2] |
|---|---|---|
| a211o | 3 | 26.3 |
| a21boi | 1 | 7.51 |
| a22o | 5 | 43.8 |
| a22oi | 10 | 75.1 |
| a2bb2oi | 2 | 17.5 |
| a32oi | 1 | 8.76 |
| and4b | 1 | 10.0 |
| buf | 5 | 37.5 |
| clkbuf | 4 | 15.0 |
| inv | 2 | 7.51 |
| mux2 | 7 | 105 |
| nand2 | 8 | 30.0 |
| nand2b | 2 | 12.5 |
| nand3 | 3 | 15.0 |
| nand3b | 3 | 22.5 |
| nand4 | 5 | 31.3 |
| nor2 | 2 | 15.0 |
| nor2b | 7 | 43.8 |
| nor3 | 5 | 25.0 |
| nor3b | 1 | 7.51 |
| nor4 | 6 | 67.6 |
| nor4b | 2 | 17.5 |
| o21ai | 3 | 15.0 |
| o22ai | 3 | 18.8 |
| o2bb2ai | 1 | 8.76 |
| o31ai | 1 | 7.51 |
| or3 | 1 | 6.26 |
| or4 | 4 | 37.5 |
[critical path, cell delays in order]
cell	delay, ns
dlygate4sd2_1	0.24
or4_4	0.60
nor4_4	0.27
or4_4	0.18
nor2_4	0.03
buf_12	0.13
mux2_4	0.29
clkdlybuf4s50_1	0.41
[metal layers]
metal / wire, um / global-route usage (%) / vias up
met1: 1790 / 15.0 / 504
met3: 354 / 2.61 / 0
met5: 0 / 0 / -
li1: - / - / 583
met4: 0 / 0 / 0
met2: 1500 / 16.8 / 60
[worst min path at each step]
stage | start | endpoint | slack (ns) | depth (start not counted)
5_1_grt | a0[6] | out[6] | 2.57 | 3
4_1_cts | a0[3] | out[3] | 2.56 | 3
6_report | a0[3] | out[3] | 2.55 | 3
[timing repair]
action / 4_1_cts / 5_1_grt
hold buffers: 0 / 0
setup endpoints to repair: 7 / 7
gates resized: 10 / 1
pin swaps: 3 / 1
[layout make-up]
class              instances  share of cell area [%]
repair buffers           100                    55.3
multi-input cells         87                    40.9
well taps                 46                    3.40
inverters                  2                   0.444
[cell families (layout without fill, tap and decap cells)]
logic type | count (synthesis) | count (layout) | synth area share [%]
compound gates | 30 | 30 | 31.1
mux | 7 | 7 | 14.3
simple gates | 50 | 50 | 46.4
buf+inv | 11 | 102 | 8.16
[power by group through the flow]
| stage | combinational (uW) | clock [uW] | sequential, uW |
|---|---|---|---|
| finish | 137 | 0 | 0 |
| global route | 148 | 0 | 0 |
| CTS | 138 | 0 | 0 |
Power and IR drop assume default switching activity.

==> flow/design.v <==
`timescale 1ns / 1ps
module encoder(in,out);
  input [7:0] in;
  output [2:0] out;
  reg [2:0] out;
  always @(in) 
  begin
    case(in)
    8'b00000001:out=3'b000;
    8'b00000010:out=3'b001;
    8'b00000100:out=3'b010;
    8'b00001000:out=3'b011;
    8'b00010000:out=3'b100;
    8'b00100000:out=3'b101;
    8'b01000000:out=3'b110;
    8'b10000000:out=3'b111;
    default:out=3'bxxx;
    endcase
    end
endmodule
==> flow/run.sh <==
#!/bin/bash
# OpenROAD 26Q1-2900-gdf79404cd8, Yosys 0.63+post, stock flow scripts
make -C /OpenROAD-flow-scripts/flow DESIGN_CONFIG=/design/flow/config.mk WORK_HOME=/design/flow/orfs finish
==> flow/config.mk <==
export PLATFORM = sky130hd
export DESIGN_NAME = encoder
export DESIGN_NICKNAME = encoder
export VERILOG_FILES = /design/flow/design.v
export SDC_FILE = /design/flow/constraint.sdc
export NUM_CORES = 4
export LEC_CHECK = 1
export CORE_AREA = 10 10 70 70
export DIE_AREA = 0 0 80 80
==> flow/constraint.sdc <==
current_design encoder

set clk_period 1.2
set clk_io_pct 0.2

create_clock -name clk0 -period $clk_period

set non_clock_inputs [all_inputs -no_clocks]
set_input_delay [expr $clk_period * $clk_io_pct] -clock clk0 $non_clock_inputs
set_output_delay [expr $clk_period * $clk_io_pct] -clock clk0 [all_outputs]
==> impl_metrics.toml <==
# physical design summary
[outcome]
outcome = "finished, violations left"
violations = "setup timing"

[worst_hold_path]
hp-class = "in2out"

[setup_path]
cp.arrival_ps = 1080
startpoint = "in[6]"
setup.worst_path.end_class = "primary output"
path_class = "in2out"
startpoint_type = "input pin"
path_max_fanout = 5
required_ps = 960
crit_end = "out[1]"

[power_and_ir_drop]
leakage_nw = 0.166
ir_drop_mv = 0.115
p_per_area_mw_per_mm2 = 280
p_total_uw = 134

[global_routing]
antenna_found_initial = 0
grtUsageTotal_pct = 2.54
first_global_vias = 267
grt_max_degree = 7
grt_pass1_wl_um = 1350
gr-total-overflow = 0

[detailed_routing]
routedWlPerCell_um = 10.2
totalWireLength_um = 840
n_antenna_cell = 0
drtIter0Drc = 6
vias_per_cell = 2.91
firstDrtPassIters = 3
postRouteAntennaNets = 0
num_vias = 239
drc_errors = 0

[floorplanning]
die_w_um = 80
fp_util_pct = 4.21
top_level_ports = 11
die-area_mm2 = 0.00640
core_area_mm2 = 0.00342
rows = 21
die_h_um = 80

[logic_synthesis]
ys_cells = 19
synth_cell_types = 11
ys_chip_area_um2 = 144
syn_inst = 19
avgSynthCellArea_um2 = 7.57
yosys_warnings = 1
ys_seq_share_pct = 0
syn_area_um2 = 144

[final_layout]
mostFrequentLayoutCells = "6 x buf_4, 5 x buf_2, 4 x nor4b_4, 4 x buf_6, 3 x nor4b_2"
layout.area.seq_um2 = 0
lay_top_count = "buf_4"
n_sequential_cell = 0
areaGrowthSynthToFinish_pct = 233
n_clock_buffer = 0
drive_above_1_share_pct = 91.7
final_core_util_pct = 14.0
design_area_um2 = 479
fillCellCount = 401

[final_timing]
setup_ws_ps = -124
hold_ws_ps = 824
finalClockPeriodUsage_pct = 110
worst_slew_pin_slew_ps = 217
period_needed_ps = 1320
max_freq_mhz = 755
maxSlewViolCount = 0
setup_viol = 3
final-hold-violation-count = 0
relSlewSlack_pct = 85.5
rsz0062_at_grt = "true"

[cts]
hold_buffers = 0

[placed_design]
hpwlAfterDp_um = 572
gp_congestion = 0.819
dpl_cell_area_um2 = 344
port_buffers = 11

[run]
drv_cap = 0
warnings = 34
-- critical path: stages --
cell and delay [ps]:
buf_12 110, nor4b_4 270, a211oi_2 80, nor4b_2 240
buf_2 140
-- logic make-up (layout without fill, tap and decap cells) --
family | after synthesis | count (layout) | share of synthesized area, %
buffers and inverters | 1 | 18 | 3.47
AND-OR/OR-AND | 3 | 3 | 16.5
XOR/XNOR | 2 | 2 | 12.2
AND/OR/NAND/NOR | 13 | 13 | 67.8
-- per-stage QoR --
stage          std cells  worst slack [ps]  TNS, ps
2_1_floorplan         19              98.0        0
3_3_place_gp          80              -954    -2790
3_5_place_dp          80              -970    -2840
4_1_cts               81              -125     -315
5_1_grt               82              -225     -525
6_report              82              -124     -312
-- worst min-delay path by stage --
stage | from | to | cells after the start
6_report | in[3] | out[2] | 4
5_1_grt | in[3] | out[2] | 4
4_1_cts | in[3] | out[2] | 4
-- what timing repair did --
action | in CTS | in global routing
gates resized | 69 | 7
endpoints found under the hold margin | 0 | 0
cloned | 0 | 0
pin swaps | 5 | 7
endpoints found under the setup margin | 3 | 3
buffers inserted | 1 | 1
-- layer usage --
layer | track usage, % | wire (um) | vias up
met4 | 0 | 0 | 0
met1 | 4.09 | 468 | 115
met2 | 3.37 | 312 | 9
met5 | 0 | 0 | -
met3 | 0.682 | 59 | 0
li1 | - | - | 115
-- report_power, final --
part / switching, mW / total, mW / internal [mW] / leakage (nW)
logic: 0.0607 / 0.134 / 0.0734 / 0.166
registers: 0 / 0 / 0 / 0
clock network: 0 / 0 / 0 / 0
total: 0.0607 / 0.134 / 0.0734 / 0.166
-- synthesized netlist by cell type (all sizes together) --
library cell  instances  share of area (%)
a211oi                2                 10
buf                   1                3.5
nor2                  3                7.8
nor3                  1                3.5
nor4                  1                4.4
nor4b                 7                 47
o31a                  1                6.1
or4                   1                5.2
xnor2                 1                6.1
xor2                  1                6.1
-- area by class of cell --
type | instances | area [um^2] | share of cell area [%]
tap | 46 | 57.6 | 12.0
multi-input combinational | 18 | 260 | 54.3
timing repair buffer | 18 | 161 | 33.7
Power figures rest on the tool's default switching activity, not on a simulated workload.
